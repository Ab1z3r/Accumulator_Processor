[/design/flow/design.v]
`timescale 1ns / 1ps
module ALU16b(
    input [15:0] A,
    input [15:0] B,
    output zero,
    output overflow,
	 output greaterThan,
	 output lessThan,
    input [2:0] Op,
    output [15:0] ALUout
    );
	 reg ci;
	 reg greater;
	 reg less;
	 reg [15:0] out;
	 wire [15:0] addO;
	 wire [15:0] andO;
	 wire [15:0] orO;
	 wire [15:0] slO;
	 wire [15:0] srO;
	 wire [15:0] zeroO;
	 wire [15:0] notB;
	 reg muxOp;
	 wire [15:0] muxOut;
	assign zero= ~ALUout[0]&~ALUout[1]&~ALUout[2]&~ALUout[3]&~ALUout[4]&~ALUout[5]&~ALUout[6]&~ALUout[7]&~ALUout[8]&~ALUout[9]&~ALUout[10]&
	~ALUout[11]&~ALUout[12]&~ALUout[13]&~ALUout[14]&~ALUout[15];
	assign andO = A&B;
	assign orO = A|B;
	assign slO = A<<B;
	assign srO = A>>B;
	assign zeroO = 0;
	assign notB = ~B;
	assign greaterThan = greater;
	assign lessThan = less;
	mux_16b_2input mux(
		.A(B),
		.B(notB),
		.Op(muxOp),
		.Output(muxOut)
	);
	Adder16b adder(
	.a(A),
	.b(muxOut),
	.o(addO),
	.ci(ci),
	.co(overflow)
	);
	always @ (*) begin
	if(Op == 3'b000) begin
	muxOp <= 0;
	out <= addO;
	ci<=0;
	end
	if(Op == 3'b001)begin
	muxOp <= 1;
	ci<=1;
	out <= addO;
	end
	if(Op == 3'b010)
	out = andO;
	if(Op == 3'b011)
	out = orO;
	if(Op == 3'b100)
	out = slO;
	if(Op == 3'b101)
	out = srO;
	if(Op == 3'b110)
	out = zeroO;
	if(Op == 3'b111)
	out = B;
	if(A>B)
	greater <= 1;
	else
	greater <= 0;
	if (A<B)
	less <=1;
	else
	less<=0;
	end
	assign ALUout = out;
endmodule
`timescale 1ns / 1ps
module Adder16b(
    input [15:0] a,
    input [15:0] b,
    output [15:0] o,
    input ci,
	 output co
    );
	wire C1,C2,C3,C4,C5,C6,C7,C8,C9,C10,C11,C12,C13,C14,C15,C16;
	add1b add1(
	.a(a[0]),
	.b(b[0]),
	.r(o[0]),
	.ci(ci),
	.co(C1)
	);
	add1b add2(
	.a(a[1]),
	.b(b[1]),
	.r(o[1]),
	.ci(C1),
	.co(C2)
	);
	add1b add3(
	.a(a[2]),
	.b(b[2]),
	.r(o[2]),
	.ci(C2),
	.co(C3)
	);
	add1b add4(
	.a(a[3]),
	.b(b[3]),
	.r(o[3]),
	.ci(C3),
	.co(C4)
	);
	add1b add5(
	.a(a[4]),
	.b(b[4]),
	.r(o[4]),
	.ci(C4),
	.co(C5)
	);
	add1b add6(
	.a(a[5]),
	.b(b[5]),
	.r(o[5]),
	.ci(C5),
	.co(C6)
	);
	add1b add7(
	.a(a[6]),
	.b(b[6]),
	.r(o[6]),
	.ci(C6),
	.co(C7)
	);
	add1b add8(
	.a(a[7]),
	.b(b[7]),
	.r(o[7]),
	.ci(C7),
	.co(C8)
	);
	add1b add9(
	.a(a[8]),
	.b(b[8]),
	.r(o[8]),
	.ci(C8),
	.co(C9)
	);
	add1b add10(
	.a(a[9]),
	.b(b[9]),
	.r(o[9]),
	.ci(C9),
	.co(C10)
	);
	add1b add11(
	.a(a[10]),
	.b(b[10]),
	.r(o[10]),
	.ci(C10),
	.co(C11)
	);
	add1b add12(
	.a(a[11]),
	.b(b[11]),
	.r(o[11]),
	.ci(C11),
	.co(C12)
	);
	add1b add13(
	.a(a[12]),
	.b(b[12]),
	.r(o[12]),
	.ci(C12),
	.co(C13)
	);
	add1b add14(
	.a(a[13]),
	.b(b[13]),
	.r(o[13]),
	.ci(C13),
	.co(C14)
	);
	add1b add15(
	.a(a[14]),
	.b(b[14]),
	.r(o[14]),
	.ci(C14),
	.co(C15)
	);
	add1b add16(
	.a(a[15]),
	.b(b[15]),
	.r(o[15]),
	.ci(C15),
	.co(co)
	);
endmodule
`timescale 1ns / 1ps
module add1b(
    input a,
    input b,
    input ci,
    output r,
    output co
    );
assign r=ci&~a&~b|~ci&a&~b|~ci&~a&b|ci&a&b;
assign co=ci&a|ci&b|a&b;
endmodule
`timescale 1ns / 1ps
module mux_16b_2input(
    input [15:0] A,
    input [15:0] B,
    input Op,
    output [15:0] Output
    );
  reg [15:0] out;
	 assign Output = out;
always @ (*) begin
	if (Op == 0)
	out = A;
	if (Op == 1)
	out = B;
	end
endmodule
[/design/flow/constraint.sdc]
current_design ALU16b

set clk_period 5.0
set clk_io_pct 0.2

create_clock -name clk0 -period $clk_period

set non_clock_inputs [all_inputs -no_clocks]
set_input_delay [expr $clk_period * $clk_io_pct] -clock clk0 $non_clock_inputs
set_output_delay [expr $clk_period * $clk_io_pct] -clock clk0 [all_outputs]
[/design/flow/run.sh]
#!/bin/bash
# OpenROAD 26Q1-2900-gdf79404cd8, Yosys 0.63+post, stock flow scripts
make -C /OpenROAD-flow-scripts/flow DESIGN_CONFIG=/design/flow/config.mk WORK_HOME=/design/flow/orfs finish
[/design/flow/config.mk]
export PLATFORM = sky130hd
export DESIGN_NAME = ALU16b
export DESIGN_NICKNAME = ALU16b
export VERILOG_FILES = /design/flow/design.v
export SDC_FILE = /design/flow/constraint.sdc
export NUM_CORES = 4
export LEC_CHECK = 1
export CORE_UTILIZATION = 40
==> datasheet_impl.txt <==
Summary of implementation characteristics

Parameter                              Value

Critical path
  Cell count along the critical path .................. 8
  Top fanout value on the critical path .................. 9
  Max incr delay on CP .................. 0.69 ns
  Cell family with most CP delay .................. buffers and inverters
  Endpoint required time on the critical path .................. 4.00 ns
  Worst setup path startpoint .................. B[15]
  Classification of the worst setup path .................. primary input to output port
  Cells along the critical path .................. clkdlybuf4s50_1 > inv_1 > ha_1 > nor3_1 > nand3_1 > o21bai_1 > a31oi_1 > clkdlybuf4s50_1
  Most used cell along the critical path .................. sky130_fd_sc_hd__clkdlybuf4s50_1
  Critical path launch point type .................. primary input
  Worst-path cell with the longest stage delay .................. sky130_fd_sc_hd__clkdlybuf4s50_1
  Arrival time at the worst endpoint .................. 3.55 ns
  Critical path capture point type .................. output port
  Capturing instance or port of the critical path .................. greaterThan
  Bufs and invs on worst path .................. 3

Synthesis
  Count of flip-flops with a built-in enable after synthesis .................. 0
  Post-synthesis cell area .................. 3990 µm²
  Number of standard cells reported by yosys .................. 512
  Tally of yosys warning messages .................. 2
  Number of synthesized register bits .................. 17
  Mean instance size in the synthesized netlist .................. 7.79 µm²
  Chip area line of the yosys report .................. 3990 µm²
  Synth cell types .................. 65
  Synth Instances .................. 512
  Share of flip-flops with an asynchronous set or reset after synthesis .................. 0
  Dominant register cell in the synthesized netlist .................. sky130_fd_sc_hd__dlxtn_1

Cells and area
  Filler cell count in the final layout .................. 975
  Most frequently placed logic cells in the final layout .................. 61 x sky130_fd_sc_hd__nor2_1, 54 x sky130_fd_sc_hd__clkdlybuf4s50_1, 48 x sky130_fd_sc_hd__ha_1
  Layout cells sized above 1 .................. 0.100
  Area added between synthesis and finish .................. 15.0%
  Cell area after layout .................. 4580 µm²
  Dominant logic cell type in the layout .................. sky130_fd_sc_hd__nor2_1
  Final instance count without filler cells .................. 673

Drt
  DRT antenna net count .................. 0
  Vias after detailed routing .................. 4,167
  DRT iter0 DRCs .................. 277
  Average wire per cell in the routed design .................. 21.4 µm
  Pre-antenna DRT Iters .................. 5
  Final routed wirelength across all metal layers .................. 14,400 µm
  Vias per Instance .................. 6.19
  Drt drc .................. 0
  Antenna Diode Count .................. 0

Placement
  Quantity of I/O buffers inserted on ports .................. 55
  RD Place Congestion .................. 1.01
  Cell count after placement .................. 673
  Placement Cell Area .................. 4580 µm²
  DP Wirelength .................. 11,000 µm

Die
  Horizontal die size .................. 102 µm
  Floorplan core density .................. 0.410
  Site Rows .................. 36
  Num ports .................. 55
  Vertical extent of the die .................. 102 µm
  Core Box Area .................. 9730 µm²
  Area of the die .................. 10,400 µm²

Global route
  Grt total ovfl .................. 0
  Initial antenna violation count .................. 0
  Via count of the first global-routing pass .................. 3,882
  Tot GR Track Use .................. 0.298
  Largest net degree at the start of global routing .................. 41
  Wire length of the first global-routing pass .................. 22,400 µm

STA
  Count of endpoints without a timing constraint .................. 34
  Final-report max-slew violation count .................. 0
  Register pins left without a clock .................. 17
  Unrepaired setup endpoints after global routing .................. false
  Worst Tran Pin Value .................. 0.953 ns
  Worst hold slack .................. 3.13 ns
  Post-layout minimum cycle time .................. 4.55 ns
  Final Setup Violations .................. 0
  Share of the clock period used by the worst path .................. 0.910
  Maximum frequency from static timing analysis .................. 220 MHz
  Final sum of negative setup slack .................. 0 ns
  Remaining max-slew budget at the tightest pin .................. 0.363
  Hold violation count in the final report .................. 0

CTS
  CTS-repair resized insts .................. 0
  Hold-fix buffers at CTS .................. 0
  Buffers inserted by post-CTS timing repair .................. 0

Power and ir drop
  Power density relative to cell area .................. 85.0 nW/µm²
  Maximum vdd ir drop .................. 0.0430 mV
  Overall Power .................. 0.390 mW
  Static Leakage .................. 2.00 nW

Min path
  HP Class .................. primary input to output port

Run status
  Outcome .................. finished clean

Job
  Max-capacitance violation count .................. 0
  Stage-log warning count .................. 64
-- synth_stat cells (all sizes together), types with 5 or more instances --
cell type | instances | share of area
a211oi | 12 | 0.023
a21oi | 35 | 0.044
a22oi | 7 | 0.013
buf | 28 | 0.051
clkbuf | 22 | 0.021
dlxtn | 17 | 0.064
ha | 48 | 0.15
inv | 42 | 0.040
mux2i | 15 | 0.038
mux4 | 29 | 0.17
nand2 | 38 | 0.036
nand3 | 5 | 0.0063
nand4 | 5 | 0.0078
nor2 | 61 | 0.057
nor2b | 5 | 0.0078
nor3 | 19 | 0.026
nor4 | 6 | 0.013
o211ai | 5 | 0.0094
o21ai | 22 | 0.029
o221ai | 8 | 0.018
o22ai | 9 | 0.014
xor2 | 13 | 0.029
-- how the worst min path moves through the flow --
stage | cells past startpoint | to | slack (ns) | startpoint
4_1_cts | 8 | greaterThan | 3.16 | B[0]
5_1_grt | 8 | greaterThan | 3.22 | B[0]
6_report | 8 | greaterThan | 3.13 | B[0]
-- per-layer routing --
layer | wire (µm) | track usage | vias up
met2 | 6360 | 0.449 | 172
met3 | 1190 | 0.0723 | 31
met4 | 401 | 0.0747 | 0
met5 | 0 | 0 | -
met1 | 6470 | 0.440 | 2015
li1 | - | - | 1949
-- kinds of logic (layout without fill, tap and decap cells) --
family,after synthesis,in the layout,synth area share
XOR/XNOR,16,16,0.0352
latches,17,17,0.0640
AND-OR/OR-AND,138,138,0.238
AND/OR/NAND/NOR,155,155,0.183
buffers and inverters,92,120,0.112
multiplexers,46,46,0.218
adder cells (fa/ha/maj),48,48,0.151
-- area by class of cell --
| type | count | area [µm²] | share of cell area |
|---|---|---|---|
| well taps | 133 | 166 | 0.0363 |
| multi-input cells | 403 | 3290 | 0.717 |
| repair buffers | 78 | 718 | 0.157 |
| inverters | 42 | 158 | 0.0344 |
| flip-flops and latches | 17 | 255 | 0.0557 |
-- tightest hold or removal path: cells and delay by family --
family / cells / cell delay [ns]
AND-OR/OR-AND: 1 / 0.15
AND/OR/NAND/NOR: 3 / 0.18
buffers and inverters: 3 / 0.67
adder cells (fa/ha/maj): 1 / 0.12
-- flip-flops by register name, indices dropped and copies added (netlist names) --
name / flops
ci: 1
out: 16
-- report_power, final --
group | switching [mW] | total (mW) | internal [mW]
registers | 0.00165 | 0.0126 | 0.0109
logic | 0.211 | 0.377 | 0.166
clock network | 0 | 0 | 0
-- stage by stage --
stage / utilization / worst slack (ns)
after floorplan: - / 1.47
after global placement: 0.471 / 0.573
after detailed placement: 0.471 / 0.497
after CTS: 0.471 / 0.505
after global routing: 0.471 / 0.367
final: 0.471 / 0.448
Power is estimated from default activity; no workload was simulated.
