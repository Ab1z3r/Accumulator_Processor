`flow/run.sh`:
```
#!/bin/bash
# OpenROAD 26Q1-2900-gdf79404cd8, Yosys 0.63+post, stock flow scripts
make -C /OpenROAD-flow-scripts/flow DESIGN_CONFIG=/design/flow/config.mk WORK_HOME=/design/flow/orfs finish
```
`flow/config.mk`:
```
export PLATFORM = sky130hd
export DESIGN_NAME = mux_16b_10input
export DESIGN_NICKNAME = mux_16b_10input
export VERILOG_FILES = /design/flow/design.v
export SDC_FILE = /design/flow/constraint.sdc
export NUM_CORES = 4
export LEC_CHECK = 1
export CORE_UTILIZATION = 30
```
`flow/constraint.sdc`:
```
current_design mux_16b_10input

set clk_period 5.4
set clk_io_pct 0.2

create_clock -name clk0 -period $clk_period

set non_clock_inputs [all_inputs -no_clocks]
set_input_delay [expr $clk_period * $clk_io_pct] -clock clk0 $non_clock_inputs
set_output_delay [expr $clk_period * $clk_io_pct] -clock clk0 [all_outputs]
```
`flow/design.v`:
```
`timescale 1ns / 1ps
module mux_16b_10input(
    input [15:0] A,
    input [15:0] B,
    input [15:0] C,
    input [15:0] D,
    input [15:0] E,
    input [15:0] F,
    input [15:0] G,
    input [15:0] H,
    input [15:0] I,
    input [15:0] J,
    input [4:0] Op,
    output [15:0] Output
    );
	 reg [15:0] out;
	 assign Output = out;
always @ (*) begin
	if (Op == 0)
	out = A;
	if (Op == 1)
	out = B;
	if (Op == 2)
	out = C;
	if (Op == 3)
	out = D;
	if (Op == 4)
	out = E;
	if (Op == 5)
	out = F;
	if (Op == 6)
	out = G;
	if (Op == 7)
	out = H;
	if (Op == 8)
	out = I;
	if (Op == 9)
	out = J;
	if(Op >= 10)
	out = 0;
end
endmodule
```
==> writeup.txt <==
The flow ran to the end, and the final reports show no timing, DRC or antenna violations. Sorting the synthesis cell report by count puts at the top a21oi_1. The HPWL after detailed placement is 8.18 mm. The I/O pin count was 181. With the count of unclocked register or latch pins at 16, the initial antenna violation count is 0. For this design, the CTS-stage hold fixing added 0 buffers.

The final hold violation count came out at 0. According to the floorplan log, the row count is 30. Global routing finished with a remaining overflow of 0.

After synthesis, the chip area reported by Yosys is 2140 µm². The run gives 0.0417 for the proportion of layout cells with a drive suffix above 1. With the remaining design rule violation count at 0, the share of total power in sequential cells is 0.048. The maximum fanout along the worst path was 29; the actual slew at the worst max-slew pin was 721 ps.

Setup violations remaining at the end of the flow were counted as 0. For this block, the initial DRC count from the detailed router was 137. The synthesized netlist occupies a cell area of 2140 µm². The critical path is of the primary input to output port type.

The share of total power consumed by net switching is 0.367. The launch point of the critical path was reported as Op[1]. The run gives 0.313 for the initial cell density of the core. The synthesis report names the predominant flop master as dlxtn_1.

The internal power contribution is 0.165 mW, and the data arrival time of the critical path is 4000 ps. With the filler cell count in the final layout at 680, the number of flip-flops under the largest register name is 16. The tools report the leakage power of the design as 1.44 nW.

The worst setup path is launched from a primary input. The area share of the leading cell type in the synthesized netlist was 0.126. The number of synthesis warnings is 1. Fraction of power consumed by the clock network: 0. The global-route usage over all layers is 0.270, and the count of flip-flops with a built-in enable after synthesis is 0.

The number of global-route vias before repair is 3,031, and the signed area change from the synthesized netlist to the final layout is 88.4%. The total via count after detailed routing is 3,188, and the remaining number of nets flagged by the antenna check after routing is 0. The max-slew violation total from the final report is 0, and the average wire length per cell after detail routing is 17.0 µm.

With the routed via count divided by cell count at 5.31, the relative slew slack is 0.519. Entering global routing, the biggest net connects 54 pins. The proportion of power drawn by combinational gates was 0.952; the top achievable clock speed was 197 MHz. The commonest cells after synthesis are 54 x a21oi_1, 53 x o21ai_0, 19 x nand2_1, 17 x clkbuf_1.

For the number of detailed-routing iterations run before antenna repair, the log shows 4. The synthesized netlist contains 52 unique library cells. For the buffer count from post-CTS setup fixing, the log shows 0.

The total power density per cell area is 64.5 nW/µm², and the area inside the core boundary is 6830 µm². Synthesis inferred 16 register bits. The end of the critical path is Output[15]. Adding up every negative setup slack in the final design gives 0 ps.

The first global-routing pass estimated 15.7 mm of wire. The clock period minus worst slack works out to 5080 ps. After synthesis, the cell types taking the most area are a21oi_1 13%, o21ai_0 12%, dlxtn_1 11%.

The floorplan step set the die height to 86.5 µm. The run gives 0.940 for the period utilization. The mean area per synthesized cell is 6.39 µm², and the total cells reported by yosys after synthesis is 335. The required time at the worst endpoint is listed as 4320 ps.

RePlAce ended its routability-driven mode at a weighted congestion of 0.911. The biggest area contributor in the post-synthesis netlist is a21oi_1. The overall routed net length was 10.2 mm. The report counts max-capacitance violations totalling 0.

16 endpoints have no timing constraint. The net switching power in the latest report is 0.0953 mW. In the synthesized netlist, the number of instances is 335. The run gives 0 for the async set-reset flop share out of synthesis. STA classifies the critical path endpoint as an output port. Per the power-grid run, VDD falls by no more than 0.0000690 V.

The die covers 7470 µm². Measured along the x axis, the die boundary spans 86.5 µm. Setup repair after global routing left no endpoint under its margin. The logs give a warning total of 33.

Per the placement log, port buffering inserted 181 buffers. The number of antenna diodes in the final layout is 0.
## cell usage in the layout, fill, tap and decap left out, types with 2 or more instances in the layout
master | synthesis | routed
nand2b_1 | 5 | 5
or3b_2 | 2 | 2
nand3_1 | 16 | 16
o22ai_1 | 10 | 10
nor3_1 | 6 | 6
a21o_1 | 2 | 2
clkdlybuf4s50_1 | 0 | 179
o2111ai_1 | 3 | 3
nand4b_1 | 2 | 2
buf_4 | 3 | 8
conb_1 | 1 | 16
dlxtn_1 | 16 | 16
o21a_1 | 8 | 8
a221oi_1 | 10 | 10
a2bb2oi_1 | 3 | 3
a211oi_1 | 10 | 10
and3b_1 | 2 | 2
a31oi_1 | 11 | 11
o211ai_1 | 6 | 6
a221o_1 | 3 | 3
inv_1 | 2 | 2
o21ai_0 | 53 | 53
or4b_1 | 2 | 2
or2_2 | 3 | 3
o21ai_1 | 3 | 3
a21oi_1 | 54 | 54
nand2_1 | 19 | 18
mux2i_1 | 10 | 10
nor2_1 | 9 | 9
nor2b_1 | 7 | 6
o2bb2ai_1 | 2 | 2
and3_1 | 2 | 2
## repair_timing
action	CTS	global route
pin swaps	0	0
endpoints found under the setup margin	2	11
resized	1	3
## per-layer routing
metal | routed length [µm] | global-route usage | up-vias
met3 | 610 | 0.0174 | 0
met2 | 5010 | 0.457 | 125
met5 | 0 | 0 | -
met4 | 0 | 0.00303 | 0
li1 | - | - | 1626
met1 | 4550 | 0.402 | 1437
## power groups by stage
stage	Clock (mW)	Sequential, mW	Combinational, mW
global route	0	0.0130	0.268
CTS	0	0.0125	0.247
finish	0	0.0125	0.247
## kinds of logic after synthesis
group / Yosys count / synth area share
AOI/OAI and AO/OA: 186 / 0.532
and+or+nand+nor: 84 / 0.225
buffers and inverters: 38 / 0.0825
latches: 16 / 0.112
muxes: 10 / 0.0468
other: 1 / 0.00175
## cell type report
type,count,area [µm²],share of cell area
tap,96,120,0.0298
sequential,16,240,0.0596
inverter,3,11.3,0.00279
multi-input combinational,296,1790,0.444
timing repair buffer,189,1870,0.464
## per-stage QoR
stage	cell area (µm²)	util	instances	setup slack, ps	total power, mW
after CTS	4020	0.588	600	18.8	0.259
after global routing	4030	0.590	600	102	0.281
final	4030	0.590	600	323	0.260
after detailed placement	4020	0.588	600	-16.4	0.258
after floorplan	2200	-	350	1610	0.103
after global placement	4020	0.588	600	5.38	0.257
## critical path, cell delays in order
cell and delay, ps:
clkdlybuf4s50_1 450, buf_4 280, nor2b_2 410, nand2_2 290, a2bb2oi_1 200, a221oi_1 450, o21ai_0 180, dlxtn_1 260
clkdlybuf4s50_1 380
Power figures rest on the tool's default switching activity, not on a simulated workload.
