$ cat flow/constraint.sdc
current_design Register_File

set clk_period 3.4
set clk_io_pct 0.2

create_clock -name clk0 -period $clk_period [get_ports {CLK}]

set non_clock_inputs [all_inputs -no_clocks]
set_input_delay [expr $clk_period * $clk_io_pct] -clock clk0 $non_clock_inputs
set_output_delay [expr $clk_period * $clk_io_pct] -clock clk0 [all_outputs]
$ cat flow/config.mk
export PLATFORM = sky130hd
export DESIGN_NAME = Register_File
export DESIGN_NICKNAME = Register_File
export VERILOG_FILES = /design/flow/design.v
export SDC_FILE = /design/flow/constraint.sdc
export NUM_CORES = 4
export LEC_CHECK = 1
export CORE_UTILIZATION = 50
$ cat flow/design.v
`timescale 1ns / 1ps
module Register(
    input CLK,
    input [15:0] A,
	 input regWrite,
    output reg[15:0] out
    );
	 initial begin
	 out <=0;
	 end;
always @ (negedge (CLK))begin
if(regWrite ==1)
	out<=A;
end
endmodule
`timescale 1ns / 1ps
module Register_File(
	 input CLK,
    input [2:0] regDest,
    input [15:0] DataWrite,
    input regWrite,
    output [15:0] wr,
    output [15:0] ma,
    output [15:0] ar,
    output [15:0] na,
    output [15:0] rv,
    output [15:0] sp,
    output [15:0] ra,
    output [15:0] tp
    );
	 reg [15:0] wrIn;
	 reg [15:0] maIn;
	 reg [15:0] arIn;
	 reg [15:0] naIn;
	 reg [15:0] rvIn;
	 reg [15:0] spIn;
	 reg [15:0] raIn;
	 reg [15:0] tpIn;
	Register wrReg(
	.CLK(CLK),
	.A(wrIn),
	.out(wr),
	.regWrite(regWrite)
	);
	Register maReg(
	.CLK(CLK),
	.A(maIn),
	.out(ma),
	.regWrite(regWrite)
	);
	Register arReg(
	.CLK(CLK),
	.A(arIn),
	.out(ar),
	.regWrite(regWrite)
	);
	Register naReg(
	.CLK(CLK),
	.A(naIn),
	.out(na),
	.regWrite(regWrite)
	);
	Register rvReg(
	.CLK(CLK),
	.A(rvIn),
	.out(rv),
	.regWrite(regWrite)
	);
	spRegister spReg(
	.CLK(CLK),
	.A(spIn),
	.out(sp),
	.regWrite(regWrite)
	);
	Register raReg(
	.CLK(CLK),
	.A(raIn),
	.out(ra),
	.regWrite(regWrite)
	);
	Register tpReg(
	.CLK(CLK),
	.A(tpIn),
	.out(tp),
	.regWrite(regWrite)
	);
always @ (*) begin
if(regWrite==1 && regDest == 0) 
wrIn <= DataWrite;
else
wrIn <= wr;
if(regWrite==1 && regDest == 1)
maIn <= DataWrite;
else
maIn <=ma;
if(regWrite==1 && regDest == 2)
arIn <= DataWrite;
else 
arIn<=ar;
if(regWrite==1 && regDest == 3)
naIn <= DataWrite;
else
naIn <=na;
if(regWrite==1 && regDest == 4)
rvIn <= DataWrite;
else
rvIn <=rv;
if(regWrite==1 && regDest == 5)
spIn <= DataWrite;
else
spIn <=sp;
if(regWrite==1 && regDest == 6)
raIn <= DataWrite;
else
raIn <=ra;
if(regWrite==1 && regDest == 7)
tpIn <= DataWrite;
else
tpIn <=tp;
end
endmodule
`timescale 1ns / 1ps
module spRegister(
    input CLK,
    input [15:0] A,
    input regWrite,
    output reg[15:0] out
    );
initial begin
	 out <=8191;
	 end;
always @ (negedge (CLK))begin
if(regWrite ==1)
	out<=A;
end
endmodule
$ cat flow/run.sh
#!/bin/bash
# OpenROAD 26Q1-2900-gdf79404cd8, Yosys 0.63+post, stock flow scripts
make -C /OpenROAD-flow-scripts/flow DESIGN_CONFIG=/design/flow/config.mk WORK_HOME=/design/flow/orfs finish
==> run notes <==
Here are the numbers from the latest Yosys + OpenROAD run.

The relative max-transition margin is 77.0%. The power spent charging and discharging nets is 0.00116 W. The worst hold slack came out at 2.64 ns. Per the CTS log, the root buffer master is clkbuf_8. The core utilization of the finished layout is 81.3%.

The floorplan core density came out at 51.3%. In this run the maximum-capacitance check reported violations numbering 0. The number of I/O port buffers is 148. The ratio of cells with drive above 1 in the final layout is 39.7%. The part of the power in registers is 41.0%.

The max-slew violation total from the final report is 0. The iteration tally of the first detailed-router pass came out at 6. The first routing iteration left 106 violations. The pin count of the biggest net entering global routing came out at 17.

The critical path is of the flop to primary output type. The number of buffers and inverters on the critical path came out at 1. Per the post-CTS timing run, clock transition at the registers of the reported paths is 0.05 ns. The mux cell area share after synthesis is 0%. Once placement completed, the tool counted placed cells totaling 401. Setup repair after global routing could not meet its margin everywhere. The number of nets with antenna violations after routing is 0. Summed over all layers, the global routing overflow is 0.

The count of vias placed by the detailed router came out at 2636. The unique cell type count in the Yosys netlist came out at 6. The weighted congestion at the end of routability-driven global placement came out at 0.813.

The OpenROAD report gives the critical path a data arrival time of 2.76 ns. The I/O pin count came out at 149. The die height came out at 90.8 um. The endpoint kind of the worst setup timing path is a primary output. The checks that failed: negative setup slack.

The standard-cell row count came out at 32. The power density over the cells is 709 nW/um2. The total inserted antenna cells came out at 0.

The static leakage is 2.87 nW. The slack of the critical path is -0.0377 ns. The yosys synthesis chip area is 3940 um2. The fraction of the mapped netlist area in adder cells is 0%. The number of warnings in the stage logs came out at 157.

In this run the worst hold path is classified as input pin to flop. The number of remaining DRC errors is 0. The average size of a mapped cell is 28.8 um2. The combinational power share is 2.7%. The timing report shows that the slowest cell on the worst path is edfxtp_1. The flow ran to the end, but the final reports show violations. The initial antenna violation count came out at 0. The placed standard-cell area came out at 5790 um2.

The worst stage delay on the critical path is 0.42 ns. In the placement report, post-DP HPWL is listed as 5790 um. The number of global-route vias before repair is 3127. Counting every instance in the synthesized netlist gives 137. The overall power came out at 0.00443 W.

The maximum buffer depth of the clock tree is 2. The element type at the critical path start is a flop. The clock network fraction of total power came out at 56.3%. From left edge to right edge, the die measures 90.8 um. The via-per-instance ratio is 4.71. In this design, the largest share of critical-path delay is due to flip-flops. The number of buffers inserted by post-CTS setup repair came out at 0.

The final hold violation count is 0. The synthesis run identifies the leading combinational cell family as simple AND/OR/NAND/NOR gates. The relative area change from synthesis to final layout came out at 58.5%. STA lists the maximum fanout along the critical path as 1. The worst ir drop on vdd came out at 0.548 mV. The required time reported for the critical path endpoint is 2.72 ns. The first global-routing pass estimated 14700 um of wire. Per STA, the worst path is made up of buf_2. For the completed layout, the total cell area is recorded as 6250 um2. The switching power share of the total is 26.2%. The overall die area came out at 8250 um2. The post-synthesis cell area is 3940 um2. The final routed wirelength across all metal layers is 9890 um. The H-tree was split into 4 levels.

The clock sink count is 128. The standard cell core area came out at 7690 um2. The routed wirelength normalized by instance count is 17.7 um. The post-synthesis xor/xnor area fraction came out at 0%. For the pin with the worst max-slew slack, the measured transition is 0.344 ns. Global routing consumed, over all layers together, 28.5% of the routing resources. The number of warnings reported in the yosys synthesis log came out at 3. The total internal power is 0.00327 W.

The number of CTS-inserted buffers is 17. TritonCTS built the clock tree. For this design, Yosys synthesis ends with a cell count of 137. The compound-gate portion of the synthesized area came out at 0%. Per the synth log, the flip-flop and latch total comes to 128. The final tally of setup violations is 7. The post-layout instance count excluding filler cells is 560. In this run, the synthesized area fraction spent on and/or/nand/nor cells is recorded as 2.44%. Of the synthesized area, sequential elements account for 97.5%.
sequential cells by signal (all words and copies together), names as in the netlist:
name / count
spReg.out: 16
raReg.out: 16
maReg.out: 16
wrReg.out: 16
naReg.out: 16
tpReg.out: 16
rvReg.out: 16
arReg.out: 16
stage by stage:
stage                     worst slack, ns  setup TNS, ns
final                             -0.0377         -0.102
after global routing              -0.0932          -1.45
after CTS                         -0.0369         -0.410
after detailed placement           -0.422         -50.57
after global placement             -0.391         -46.56
after floorplan                   -0.0539         -0.862
final cells by class:
type / count / area, um2
clock inverter: 143 / 689
timing repair buffer: 162 / 1070
clock buffer: 17 / 414
sequential: 128 / 3840
fill: 414 / 1440
tap: 102 / 128
multi-input combinational: 8 / 105
cells in the mapped netlist, drive strengths merged:
library cell	count	area [um2]
edfxtp	128	3840
and4b	3	33.8
and4bb	3	37.5
and4	1	10.0
inv	1	3.75
nor4b	1	15.0
routing by layer:
layer / up-vias / global-route usage [%] / wire, um / share of wire [%]
li1: 1198 / - / - / -
met4: 2 / 11.1 / 81 / 0.82
met2: 206 / 33.3 / 4470 / 45
met1: 1217 / 42.8 / 3750 / 38
met5: - / 5.13 / 56 / 0.57
met3: 13 / 25.0 / 1530 / 15
placed cells by master (no fill, tap or decap):
cell             instances
and4_2                   1
and4b_2                  3
and4bb_2                 3
buf_12                  10
buf_2                  128
buf_4                    4
bufinv_16                4
clkbuf_16               16
clkbuf_8                 1
clkdlybuf4s50_1         20
clkinv_4                 5
clkinvlp_2               2
edfxtp_1               128
inv_1                  128
inv_4                    1
inv_6                    2
inv_8                    1
nor4b_4                  1
worst paths after layout:
path,to,cells after the start,from,slack (ns)
setup / recovery,ra[1],1,raReg.out[1]$_DFFE_NP_,-0.04
hold / removal,arReg.out[8]$_DFFE_NP_,1,DataWrite[8],2.64
repair_timing:
item,4_1_cts,5_1_grt
hold buffers,0,0
resized,394,0
setup endpoints to repair,128,60
hold endpoints to repair,0,0
power groups by stage:
stage     combinational (W)  sequential [W]  clock (W)
4_1_cts            0.000121         0.00182    0.00257
5_1_grt            0.000129         0.00182    0.00274
6_report           0.000120         0.00182    0.00249
kinds of logic after synthesis:
kind of cell,count (synthesis)
simple gates,8
buf+inv,1
flops,128
Power figures rest on the tool's default switching activity, not on a simulated workload.
